==> flow/design.v <==
module projectCPU2022(clk,rst,wrEn,data_fromRAM,addr_toRAM,data_toRAM,PC,W);
input clk, rst;
input wire [15:0] data_fromRAM;
output reg [15:0] data_toRAM;
output reg wrEn;
output reg [12:0] addr_toRAM;
output reg [12:0] PC;  
output reg [15:0] W;  
reg[12:0] PCnext;
reg[2:0] opcode, opcodeNext;
reg[2:0] state, stateNext;
reg[15:0] Wnext;
always @(posedge clk) begin
	state	<= #1 stateNext;
	PC	<= #1 PCnext;
	opcode <= #1 opcodeNext;
	W <= #1 Wnext;
end
always @*begin
	stateNext = state;
	PCnext = PC;
	opcodeNext = opcode;
	addr_toRAM = 0;
	wrEn = 0;
	data_toRAM = 0;
	Wnext = W;
	if(rst) begin
		stateNext = 0;
		PCnext = 0;
		opcodeNext = 0;
		addr_toRAM = 0;
		wrEn = 0;
		data_toRAM = 0;
		Wnext = 0;
	end
	else
		case(state)
			0: begin  
				PCnext = PC;
				opcodeNext = opcode;
				addr_toRAM = PC;
				wrEn = 0;
				data_toRAM = 0;
				stateNext =1;
				Wnext = W;
			end
			1: begin  
				PCnext = PC;
				opcodeNext = data_fromRAM[15:13];
				addr_toRAM =  data_fromRAM[12:0]; 
				wrEn = 0;
				stateNext = 2;
				Wnext = W;
				data_toRAM = 0;
				if(data_fromRAM[12:0] == 0) begin  
					data_toRAM = 0;
					addr_toRAM = 13'b0000000000100;					
					stateNext = 3;
				end 
				else begin
					if(opcodeNext == 3'b111) begin  
						wrEn 		  = 1;
						data_toRAM = W;
						PCnext = PC + 1;
						stateNext = 0; 
					end
				end
			end
			2: begin  
				PCnext = PC+1;
				opcodeNext = opcode;
				addr_toRAM = 0;
				data_toRAM = 0;
				stateNext = 0;
				wrEn = 0;
					if(opcodeNext == 3'b101) begin  
						PCnext = (data_fromRAM == 0) ? W : (PC + 1);
						stateNext = 0;
					end
					if(opcodeNext == 3'b000)  
						Wnext = W + data_fromRAM;
					if(opcodeNext == 3'b001)  
						Wnext = (~(W | data_fromRAM));
					if(opcodeNext == 3'b010) begin  
						if(data_fromRAM < 16) begin
							Wnext = W >> data_fromRAM;
						end
						else begin
							Wnext = W << (data_fromRAM[3:0]);
						end
					end
					if(opcodeNext == 3'b011) begin  
						if(data_fromRAM < 16) begin
							Wnext = ((W >> data_fromRAM) | (W << (16- data_fromRAM)));
						end
						else begin
							Wnext = ((W << data_fromRAM[3:0]) | (W >> (16 - data_fromRAM[3:0])));
						end
					end
					if(opcodeNext == 3'b100) begin  
						if(W < data_fromRAM) begin
							Wnext = 16'hFFFF;
						end
						else if(W == data_fromRAM) begin
							Wnext = 16'b0000;
						end
						else begin
							Wnext = 16'b0001;
						end
					end
					if(opcodeNext == 3'b110)   
						Wnext = data_fromRAM;
			end
			3: begin  
				PCnext = PC;
				opcodeNext = opcode;
				addr_toRAM = data_fromRAM;
				data_toRAM = 0;
				wrEn = 0;
				Wnext = W;
				stateNext = 2;
				if(opcodeNext == 3'b111) begin  
						wrEn 		  = 1;
						data_toRAM = W;
						PCnext = PC + 1;
						stateNext = 0; 
				end
			end
			default: begin
				stateNext = 0;
				PCnext = 0;
				opcodeNext = 0;
				addr_toRAM = 0;
				wrEn = 0;
				data_toRAM = 0;
				Wnext = 0;
			end
		endcase
end
endmodule
==> flow/run.sh <==
#!/bin/bash
# OpenROAD 26Q1-2900-gdf79404cd8, Yosys 0.63+post, stock flow scripts
make -C /OpenROAD-flow-scripts/flow DESIGN_CONFIG=/design/flow/config.mk WORK_HOME=/design/flow/orfs finish
==> flow/config.mk <==
export PLATFORM = sky130hd
export DESIGN_NAME = projectCPU2022
export DESIGN_NICKNAME = projectCPU2022
export VERILOG_FILES = /design/flow/design.v
export SDC_FILE = /design/flow/constraint.sdc
export NUM_CORES = 4
export LEC_CHECK = 1
export CORE_UTILIZATION = 30
==> flow/constraint.sdc <==
current_design projectCPU2022

set clk_period 6.7
set clk_io_pct 0.2

create_clock -name clk0 -period $clk_period [get_ports {clk}]

set non_clock_inputs [all_inputs -no_clocks]
set_input_delay [expr $clk_period * $clk_io_pct] -clock clk0 $non_clock_inputs
set_output_delay [expr $clk_period * $clk_io_pct] -clock clk0 [all_outputs]
==> impl_metrics.csv <==
group,metric,value,unit
status,status,"complete, no violations",
critical_path,crit_top_cell,"clkdlybuf4s50_1",
detailed_routing,drt-total-wl,29000,µm
yosys,syn_inst,933,
detailed_routing,drc,0,
yosys,synth_area,6370,µm²
grt,grt_pass1_vias,7057,
power,p_int,483,µW
place,place_worst_setup_slack,1.09,ns
place,portBuffers,76,
yosys,top_cells_by_area,"dfxtp_1, ha_1, a21oi_1",
floorplanning,ios,77,
detailed_routing,wl_met3,3060,µm
power,p_leak,2.78,nW
power,fin_total_pwr,787,µW
detailed_routing,wl_per_cell,23.2,µm
place,dp_hpwl,21400,µm
floorplanning,core_area,20600,µm²
yosys,yosysTopAreaCellShare,11.3,%
critical_path,crit_path_cell_trace,"clkdlybuf4s50_1 -> clkinv_1 -> ha_1 -> buf_4 -> or3b_2 -> or4_1 -> a21o_1 -> a22oi_1 -> nor2_1 -> clkdlybuf4s50_1",
sta,clock_skew,0.00408,ns
final_layout,final_cell_mix,"nor2_1, nand2_1, a21oi_1, clkdlybuf4s50_1, o21ai_0",
yosys,synthArstFlopShare,0,%
critical_path,cp_num_buf_inv,4,
final_layout,lay_top_count,"nor2_1",
sta,final-max-slew-violation-count,0,
detailed_routing,drt_iter0_drc,853,
floorplanning,die_w,148,µm
clocking,post-cts-setup-buffer-count,0,
clocking,cts_hold_buf,0,
critical_path,crit_fanout,11,
power,peakVddDrop,0.106,mV
final_layout,syn_to_final_growth,19.3,%
sta,slew_headroom,46.5,%
sta,setup_slack,1.07,ns
clocking,cts_resized,0,
power,p_sw_share,38.6,%
job,tool_warnings,57,
critical_path,critPathSlowestCell,"or4_1",
final_layout,drive_above_1_share,8.29,%
clocking,clock.latency.late_pin,0.28,ns
floorplanning,fp-row-count,52,
power,p_per_area,104,nW/µm²
yosys,yosys_area,6370,µm²
clocking,numCtsBuffers,5,
sta,timing.fmax,178,MHz
detailed_routing,drt-pass1-iter-count,5,
yosys,ff_type,"dfxtp_1",
detailed_routing,vias_per_cell,6.21,
critical_path,path_class,"in -> out",
clocking,cts_max_level,2,
grt,grt_max_degree,45,
worst_hold_path,worstHoldPathCells,2,
final_layout,fillers,2206,
floorplanning,fp_util,31.0,%
yosys,synth_cell_types,75,
final_layout,fin_area,7610,µm²
clocking,clk_pin_slew,0.06,ns
detailed_routing,vias,7745,
grt,grt_usage,27.1,%
power,p_seq_share,29.7,%
critical_path,rr_worst_depth,10,
detailed_routing,dr.max_layer_used,"met4",
power,power.switching,304,µW
detailed_routing,antenna_left,0,
yosys,ys_seq_share,11.3,%
grt,grt_first_pass_wirelength,43800,µm
grt,antenna_found_initial,1,
clocking,cts-root-buf,"clkbuf_16",
power,clockPowerShare,30.6,%
critical_path,max_stage_delay,0.57,ns
sta,worst_pin_slew,0.780,ns
clocking,clk_path_buf_depth,2,
critical_path,worst-endpoint-arrival,4.29,ns
floorplanning,die-area,21800,µm²
detailed_routing,diodes,0,
detailed_routing,wl_met2,12500,µm
yosys,synth-seq-cells,36,
sta,setup_viol,0,
detailed_routing,routedLengthMet1,12200,µm
yosys,syn_area_per_cell,6.83,µm²
yosys,yosys_warnings,1,
sta,tns,0,ns
sta,rsz0062_at_grt,"no",
power,p_comb_share,39.7,%
clocking,tritoncts,"yes",
worst_hold_path,hold_path_class,"reg -> reg",
clocking,cts_sinks,36,
critical_path,worstSetupStartpointType,"input pin",
critical_path,path_delay_family,"simple AND/OR/NAND/NOR gates",
sta,fin_crit,5.63,ns
critical_path,endpoint_kind,"primary output",
place,placed_cell_area,7460,µm²
yosys,synth-edff-count,0,
sta,period_used_share,84.0,%
place,gp_congestion,1.09,
sta,hold_viol,0,
job,cap_violations,0,
critical_path,required,5.36,ns
yosys,largest_area_cell,"dfxtp_1",
sta,holdWs,0.550,ns
yosys,yosysCellCount,933,
floorplanning,dieHeight,148,µm
critical_path,crit_cells,10,
grt,grt-ovfl-total,0,
[layout make-up]
cell class	count	area, µm²	area share (%)
multi-input combinational	768	5170	68.0
timing repair buffer	114	1040	13.7
inverter	51	191	2.52
clock buffer	8	146	1.92
tap	270	338	4.44
sequential	36	721	9.48
[worst min-delay path, cell delays in order (launching register included)]
cell	delay [ns]
dfxtp_1	0.35
o21ai_0	0.08
a21oi_1	0.07
[registers in the layout (all words and copies together) (netlist names)]
name and flops:
W 16, opcode 3, state 4, PC 13
[power groups by stage]
stage / clock network (mW) / registers [mW] / logic [mW]
6_report: 0.241 / 0.234 / 0.312
5_1_grt: 0.252 / 0.235 / 0.338
4_1_cts: 0.245 / 0.234 / 0.305
[cell families after synthesis]
kind of cell / after synthesis / share of synthesized area (%)
buffers and inverters: 129 / 7.73
XOR/XNOR: 10 / 1.37
AND/OR/NAND/NOR: 348 / 26.0
flip-flops: 36 / 11.3
adder cells (fa/ha/maj): 51 / 10.1
multiplexers: 55 / 11.7
AND-OR/OR-AND: 304 / 31.8
[stage by stage]
stage	std cells	util, %
2_1_floorplan	933	-
5_1_grt	1247	37.0
6_report	1247	37.0
3_5_place_dp	1239	36.3
4_1_cts	1247	37.0
3_3_place_gp	1239	36.3
[synth_stat cells, types with 8 or more instances]
cell	number
o221ai_1	10
mux2i_1	35
o21ai_0	65
nand2_1	85
o211ai_1	15
mux4_2	15
inv_1	48
a31oi_1	16
and3_1	15
nor3_1	34
and2_1	21
nand3_1	32
nor2_1	105
o31ai_1	8
dfxtp_1	36
clkbuf_1	67
a22oi_1	14
a211oi_1	13
nor3b_1	8
a21oi_1	79
ha_1	50
[layer usage]
layer,GRT usage [%],vias to the layer above
li1,-,3537
met1,38.7,3675
met2,39.8,460
met3,7.31,73
met4,8.76,0
met5,0,-
[path summary, 6_finish.rpt]
kind / from / endpoint / slack (ns)
hold / removal: PC[11] / PC[11] / 0.55
setup reg to reg: opcode[1] / W[7] / 3.10
setup / recovery: data_fromRAM[1] / addr_toRAM[0] / 1.07
hold reg to reg: PC[11] / PC[11] / 0.55
Power figures rest on the tool's default switching activity, not on a simulated workload.
